==> /design/flow/design.v <==
`timescale 1ns / 1ps
module main(
    input CLK,		 
    input PPS,		 
    input BTN,		 
    output LED1,  
    output LED2,
    output LED3,	 
    output LED4,	 
    output LED5,	 
    output PWM,	 
	 output DIAG   
    );
reg[9:0] counter = 10'b0;    
reg[9:0] pwmvalue = 10'b0;
reg oldpps = 1'b0;
reg pwmout = 1'b0;
reg[3:0] difference;
reg reg_led3 = 1;  
reg reg_led4 = 0;  
reg reg_led5 = 1;  
reg reg_led1 = 0;  
reg reg_led2 = 0;  
always @(posedge CLK)
	begin
		if(PPS == 1'b1 && oldpps == 1'b0)
			begin
				reg_led1 = ~reg_led1;  
				if(counter >= 10'd768 || counter < 10'd256)  
					begin
					if(pwmvalue < 10'd1023)
						begin
							pwmvalue = pwmvalue + 1;  
						end
					if(counter < (256-64) || counter >= 10'd768)
						difference = 4'hf;
					else
						difference = (256-counter)>>2;
					reg_led3 = 1; reg_led4 = 0; reg_led5 = 0;
					end
				if(counter >= 10'd256 && counter <= 10'd767)  
					begin
					if(pwmvalue > 10'd0)
						begin
							pwmvalue = pwmvalue - 1;
						end
					if(counter >= (256+64))
						difference = 4'hf;
					else
						difference = (counter-256)>>2 ;
					reg_led3 = 0; reg_led4 = 0; reg_led5 = 1;
					end
				if(difference < 2)   
					begin
					reg_led3 = 0; reg_led4 = 1; reg_led5 = 0;
					end
				counter = 10'b0;
			end
		else
			begin
				counter = counter + 1;	
			end
		if(counter[9:0] > pwmvalue)
			pwmout = 1'b0;
		else
			pwmout = 1'b1;
		oldpps = PPS;  
		if(BTN == 0)
			begin
				pwmvalue = 10'd512;					
				reg_led3 = 1; reg_led4 = 1; reg_led5 = 1;
			end
	end  
	assign PWM = pwmout;
	assign LED1 = reg_led1;
	assign LED2 = counter[9]; 
	assign LED3 = reg_led3;
	assign LED4 = reg_led4;
	assign LED5 = reg_led5;
	assign DIAG = CLK & pwmout;
endmodule
==> /design/flow/run.sh <==
#!/bin/bash
# OpenROAD 26Q1-2900-gdf79404cd8, Yosys 0.63+post, stock flow scripts
make -C /OpenROAD-flow-scripts/flow DESIGN_CONFIG=/design/flow/config.mk WORK_HOME=/design/flow/orfs finish
==> /design/flow/config.mk <==
export PLATFORM = sky130hd
export DESIGN_NAME = main
export DESIGN_NICKNAME = main
export VERILOG_FILES = /design/flow/design.v
export SDC_FILE = /design/flow/constraint.sdc
export NUM_CORES = 4
export LEC_CHECK = 1
export CORE_AREA = 10 10 111 111
export DIE_AREA = 0 0 121 121
==> /design/flow/constraint.sdc <==
current_design main

set clk_period 4.2
set clk_io_pct 0.2

create_clock -name clk0 -period $clk_period [get_ports {CLK}]

set non_clock_inputs [all_inputs -no_clocks]
set_input_delay [expr $clk_period * $clk_io_pct] -clock clk0 $non_clock_inputs
set_output_delay [expr $clk_period * $clk_io_pct] -clock clk0 [all_outputs]
==> results.yml <==
# synthesis and place-and-route metrics
status:
  status: "completed"
layout:
  final_cells: 431
  area_delta_synth_final_pct: 14.15
  mostFrequentLayoutCells: "nor2_1 (27), nand2_1 (25), dfxtp_1 (25), ha_1 (18), a21oi_1 (16)"
  final_area_sq_mm: 0.002705
  layout_top_cell: "nor2_1"
  drive_gt1_frac: 0.1074
timing:
  hold_violations: 0
  worst_slack_ps: 305.5
  period_needed_ps: 3895
  rsz0062_at_grt: "false"
  drv_slew: 0
  worstMarginPinSlew_ps: 578.3
  setup_violations: 0
  skew_ps: 5.874
  min_period_over_period: 0.9273
  slew_headroom: 0.6130
  tns_ps: 0
  whs_ps: 497.7
  clock.fmax_mhz: 256.8
synthesis:
  yosys_area_sq_mm: 0.002370
  ys.warnings.count: 1
  synth_cell_type_count: 63
  netlist_instances: 288
  ys_ff: 29
  fa_ha_area_frac: 0.1003
  ff_type: "dfxtp_1"
  synth-xor-area-share: 0.06283
  syn_avg_cell_area_sq_um: 8.228
  ys_top_logic_family: "simple AND/OR/NAND/NOR gates"
  syn_area_sq_mm: 0.002370
  synthMuxAreaShare: 0.02587
  ys_seq_share: 0.2619
  simple_gate_area_frac: 0.2804
  ys_cells: 288
  ys_sh_aoi: 0.2154
  edf_count: 4
  synthArstFlopShare: 0
clock_tree:
  cts_setup_buffers: 0
  clock_latency_ps: 390
  cts_resized: 0
  clkSlewWorstSetupHoldPaths_ps: 70
  tritoncts: "yes"
  hold_buffers: 0
floorplanning:
  die_h_um: 121
  die_x_um: 121
  die_area_sq_mm: 0.01464
  design.core.area_sq_mm: 0.009864
  fp-utilization: 0.2402
  ios: 10
  rows: 36
pwr:
  power_density_mw_per_mm2: 311.2
  p_leak_nw: 1.011
  peakVddDrop_v: 0.0001088
worst_setup_path:
  worstPathArrival_ps: 4230
  required_ps: 4540
  rr_worst_depth: 16
  crit_start: "counter[9]"
  criticalPathCategory: "flip-flop to flip-flop"
  r2r_start: "counter[9]"
  end_kind: "flip-flop"
  path_max_fanout: 12
  start_kind: "flip-flop"
global_route:
  first_global_vias: 1900
  grt_max_degree: 23
  grt_first_pass_wirelength_um: 9349
  grt_overflow: 0
  grt_usage: 0.07752
  antenna_found_initial: 0
route:
  ant_nets: 0
  drc: 0
  vias: 2070
  n_antenna_cell: 0
  wire_per_inst_um: 13.00
  routed_wl_um: 5602
  dr.pass1.iters: 4
  drt-initial-drc-count: 166
  detail_route.vias_per_cell: 4.803
job:
  cap_violations: 0
  warning_count: 33
place:
  gp_congestion: 0.8746
  place_ws_ps: 261.5
  dp_hpwl_um: 4138
  port_buffers: 9
  dp_cells: 420
  post_dp_cell_area_sq_mm: 0.002575
worst_hold_path:
  min-delay-start: "reg_led5"
  hp-class: "flip-flop to flip-flop"
  hold_depth: 1
## flip-flops by register name (all words and copies together), names as in the netlist
name,count
counter,10
pwmvalue,10
difference,3
oldpps,1
pwmout,1
reg_led1,1
reg_led3,1
reg_led4,1
reg_led5,1
## final cells by class
type / instances / area (sq um)
Fill cell: 1039 / 7159
Clock inverter: 3 / 17.52
Tap cell: 133 / 166.4
Multi-Input combinational cell: 233 / 1625
Sequential cell: 29 / 620.6
Timing Repair Buffer: 12 / 110.1
Clock buffer: 9 / 120.1
Inverter: 12 / 45.04
## critical path, cell delays in order, from the launching register on
cell,delay (ps)
dfxtp_1,410
inv_1,150
ha_2,410
nand4b_1,310
a2111o_1,450
o31ai_1,70
o21ai_0,160
o31a_1,380
nand3_1,150
mux2i_1,300
xnor2_1,110
ha_1,320
a21o_1,170
a21o_1,170
a21oi_1,140
o211ai_1,90
nand2_1,70
## Yosys cell counts (4+ instances only)
library cell | number | share of area
a21o_1 | 7 | 0.022
a21oi_1 | 16 | 0.034
and2_1 | 9 | 0.024
and3_1 | 4 | 0.011
clkbuf_1 | 6 | 0.0095
dfxtp_1 | 25 | 0.21
edfxtp_1 | 4 | 0.051
ha_1 | 19 | 0.10
inv_1 | 11 | 0.017
mux2i_1 | 5 | 0.021
nand2_1 | 25 | 0.040
nand2b_1 | 5 | 0.013
nand3_1 | 14 | 0.030
nand4_1 | 6 | 0.016
nor2_1 | 27 | 0.043
nor2b_1 | 4 | 0.011
nor3_1 | 7 | 0.015
o21ai_0 | 14 | 0.030
xnor2_1 | 13 | 0.048
xor2_1 | 4 | 0.015
## power breakdown
| part | switching (mW) | internal [mW] | leakage, nW | total, mW |
|---|---|---|---|---|
| Clock | 0.134 | 0.196 | 0.0717 | 0.329 |
| Sequential | 0.0320 | 0.304 | 0.232 | 0.336 |
| Combinational | 0.0874 | 0.0892 | 0.707 | 0.177 |
| Total | 0.253 | 0.589 | 1.01 | 0.842 |
## cells by family (layout without fill, tap and decap cells)
logic type	count (synthesis)	count (layout)
buffers and inverters	26	36
AND/OR/NAND/NOR	122	122
AND-OR/OR-AND	69	69
flip-flops	29	29
adder cells (fa/ha/maj)	19	19
XOR/XNOR	17	17
multiplexers	6	6
## final timing paths
check,slack [ps],endpoint
setup / recovery,310,pwmout
hold / removal,500,reg_led5
setup reg to reg,310,pwmout
hold reg to reg,500,reg_led5
## metrics by stage
step                  util  total power, mW
floorplan                -           0.4819
global placement    0.2610           0.5384
detailed placement  0.2610           0.5396
CTS                 0.2740           0.8545
global route        0.2742           0.9011
finish              0.2742           0.8419
## routing by layer
layer | part of all wire | GRT usage | up-vias
met3 | 0.063 | 0.01984 | 11
met2 | 0.45 | 0.1177 | 49
li1 | - | - | 1064
met1 | 0.47 | 0.1088 | 946
met4 | 0.017 | 0.01659 | 0
met5 | 0 | 0 | -
Power figures rest on the tool's default switching activity, not on a simulated workload.
